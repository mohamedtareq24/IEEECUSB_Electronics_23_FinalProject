==> /design/flow/config.mk <==
export PLATFORM = sky130hd
export DESIGN_NAME = RAM
export DESIGN_NICKNAME = RAM
export VERILOG_FILES = /design/flow/design.v
export SDC_FILE = /design/flow/constraint.sdc
export NUM_CORES = 4
export LEC_CHECK = 1
export CORE_UTILIZATION = 30
==> /design/flow/constraint.sdc <==
current_design RAM

set clk_period 2.3
set clk_io_pct 0.2

create_clock -name clk0 -period $clk_period [get_ports {clk}]

set non_clock_inputs [all_inputs -no_clocks]
set_input_delay [expr $clk_period * $clk_io_pct] -clock clk0 $non_clock_inputs
set_output_delay [expr $clk_period * $clk_io_pct] -clock clk0 [all_outputs]
==> /design/flow/design.v <==
module RAM
#(parameter DATA_WIDTH=8, parameter ADDR_WIDTH=5)
(
	input [(DATA_WIDTH-1):0] data,
	input [(ADDR_WIDTH-1):0] read_addr, write_addr,
	input we, clk,
	output reg [(DATA_WIDTH-1):0] q
);
	reg [DATA_WIDTH-1:0] ram[2**ADDR_WIDTH-1:0];
	always @ (posedge clk)
	begin
		if (we)
			ram[write_addr] <= data;
		q <= ram[read_addr];
	end
endmodule
==> /design/flow/run.sh <==
#!/bin/bash
# OpenROAD 26Q1-2900-gdf79404cd8, Yosys 0.63+post, stock flow scripts
make -C /OpenROAD-flow-scripts/flow DESIGN_CONFIG=/design/flow/config.mk WORK_HOME=/design/flow/orfs finish
==> metrics.yaml <==
synthesis:
  numSynthFlops: 264
  mappedNetlistArea_um2: 10100
  synth.avg_cell_area_um2: 24.1
  chip_area_in_the_yosys_report_um2: 10100
  ys_seq_share_pct: 78.1
  yosys_warnings: 1
  synthCells: 417
  synth_cell_types: 15
  yosysCellCount: 417
critical_path:
  crit_path_start_kind: "flip-flop"
  worstPathArrival_ps: 1460
  reg2reg_slack_ps: 470
  criticalPathCategory: "reg -> out"
  path_depth: 1
  slowest_delay_ps: 540
  largest_fanout_on_the_critical_path: 1
  crit_slowest_cell: "clkdlybuf4s50_1"
  end_kind: "output pin"
  list_of_cells_traversed_by_the_critical_path: "clkdlybuf4s50_1"
  critical_path_required_ps: 1840
  reg2reg_depth: 3
  path_buffers: 1
  crit_path_max_delay_family: "buffers and inverters"
cts:
  number_of_sinks_on_the_clock_net: 264
  cell_resize_tally_after_clock_tree_synthesis: 0
  clk_transition_reported_paths_ps: 60
  cts.hold.buffers_added: 0
  post_cts_buffers: 0
  htree_levels: 1
  cts_tree: "built"
  cts_made_buffers: 27
  root_buf_cell: "clkbuf_16"
  cts.path.max_buffers: 3
  insertion_delay_ps: 520
floorplan:
  initCoreUtil_pct: 30.7
  pin_count: 28
  fp.dieH_um: 185
  die_w_um: 185
  fp-row-count: 66
  placeableCoreArea_um2: 32800
  dieArea_um2: 34200
routing:
  vias_per_cell: 4.69
  drt_wl_total_um: 21500
  dr.pass1.iters: 4
  detail_route.antenna_diodes: 0
  remaining_drc_errors: 0
  drtIter0Drc: 363
  final_antenna_net_count: 0
  vias: 4575
  drt-wirelength-per-cell_um: 22.0
placement:
  post-dp-hpwl_um: 14000
  place_area_um2: 11400
  post-place-cells: 928
  post-place-ws_ps: -115
  routabilityCongestion: 0.786
  port_buffers: 27
power:
  leakagePower_nw: 3.84
  power_report.internal_total_mw: 8.14
  power.sequential.fraction_pct: 53.1
  switchingPower_mw: 1.99
  combPwrFrac_pct: 5.7
  vdd_ir_drop_max_mv: 0.425
  switch_share_pct: 19.7
  clockPowerShare_pct: 41.1
  p_per_area_nw_per_um2: 830
grt:
  grt_max_degree: 33
  antenna_violations_before_repair: 1
  grt_use_total_pct: 14.2
  number_of_global_route_vias_before_repair: 5242
  globalRouteOverflowTotal: 0
  grt_first_pass_wirelength_um: 32400
min_path:
  timing.hold.worst_path_depth: 2
  hold_class: "in -> reg"
finish:
  layout.cells.non_filler: 975
  area_of_all_placed_cells_without_fillers_um2: 12200
  areaGrowthSynthToFinish_pct: 21.3
  layout.cells.most_common: "edfxtp_1"
  fillCellCount: 2903
  mostFrequentLayoutCells: "256 x edfxtp_1, 80 x mux4_2, 53 x buf_4"
  drive_above_1_share_pct: 35.8
sta:
  fmax_mhz: 521
  finClkSkew_ps: 3.86
  worst_slew_margin_rel_pct: 70.5
  finalMaxSlewViolations: 0
  setup_total_negative_slack_ps: 0
  min_period_ps: 1920
  worst-slew-pin-transition_ps: 442
  final.setup.worst_slack_ps: 379
  finalHoldViolCount: 0
  grt_setup_unrepaired: "no"
  hold_ws_ps: 795
  finalSetupViolCount: 0
  post-route-period-util_pct: 83.5
status:
  status: "completed"
job:
  max_cap_viol_count: 0
  stage_log_warnings: 25
==> Yosys cell counts (all sizes together) <==
cell / count / area (µm²)
nand2: 1 / 3.75
nand3: 2 / 10.0
buf: 14 / 83.8
mux2: 8 / 90.1
edfxtp: 256 / 7690
or3: 1 / 6.26
or3b: 3 / 26.3
clkbuf: 6 / 22.5
mux4: 80 / 1800
nor2: 33 / 124
nand3b: 5 / 37.5
dfxtp: 8 / 160
==> cell families after synthesis <==
group | synth area share, %
flip-flops | 78.1
multiplexers | 18.8
buffers and inverters | 1.06
AND/OR/NAND/NOR | 2.07
==> layer usage <==
metal	wire [µm]	track usage [%]	vias to the layer above
li1	-	-	1976
met2	9740	20.4	256
met1	7730	17.4	2305
met5	58	1.33	-
met3	3520	11.1	36
met4	421	2.58	2
==> power by group through the flow <==
stage | logic (mW) | registers [mW] | clock network [mW]
4_1_cts | 0.598 | 5.38 | 4.25
5_1_grt | 0.630 | 5.39 | 4.45
6_report | 0.582 | 5.38 | 4.17
==> worst paths after layout <==
check / from / to
worst max register to register: ram[13][7] / q[7]
worst min register to register: ram[16][1] / q[1]
worst max-delay path: q[3] / q[3]
worst min-delay path: data[6] / ram[27][6]
==> final cells by class <==
| type | count | area, µm² | area share (%) |
|---|---|---|---|
| timing repair buffer | 89 | 853 | 6.99 |
| tap | 442 | 553 | 4.53 |
| clock buffer | 35 | 706 | 5.78 |
| sequential | 264 | 7850 | 64.3 |
| clock inverter | 12 | 140 | 1.15 |
| multi-input combinational | 133 | 2100 | 17.2 |
==> per-stage QoR <==
stage / total power [mW] / utilization [%]
after CTS: 10.2 / 37.2
after floorplan: 5.74 / -
after global routing: 10.5 / 37.2
final: 10.1 / 37.2
after detailed placement: 6.08 / 34.6
after global placement: 6.07 / 34.6
==> flip-flops by register name, summed over array words and instances, names as in the netlist <==
signal	flops
q	8
ram	256
No activity file was given, so power comes from the tool's default toggle rates.
